[flow/run.sh]
#!/bin/bash
# OpenROAD 26Q1-2900-gdf79404cd8, Yosys 0.63+post, stock flow scripts
make -C /OpenROAD-flow-scripts/flow DESIGN_CONFIG=/design/flow/config.mk WORK_HOME=/design/flow/orfs finish
[flow/config.mk]
export PLATFORM = sky130hd
export DESIGN_NAME = MEM
export DESIGN_NICKNAME = MEM
export VERILOG_FILES = /design/flow/design.v
export SDC_FILE = /design/flow/constraint.sdc
export NUM_CORES = 4
export LEC_CHECK = 1
export CORE_UTILIZATION = 40
export SYNTH_MEMORY_MAX_BITS = 65536
[flow/constraint.sdc]
current_design MEM

set clk_period 41.9
set clk_io_pct 0.2

create_clock -name clk0 -period $clk_period [get_ports {clk}]

set non_clock_inputs [all_inputs -no_clocks]
set_input_delay [expr $clk_period * $clk_io_pct] -clock clk0 $non_clock_inputs
set_output_delay [expr $clk_period * $clk_io_pct] -clock clk0 [all_outputs]
[flow/design.v]
`timescale 1ns / 1ps
module DATA_MEM(clk, rst, read_add, write_data, read_data, MemWrite, MemRead);
    input clk, rst, MemWrite, MemRead;
    input [31:0] read_add, write_data;
    output [31:0] read_data;
    reg [31:0] data_mem [255:0];
    assign read_data = (MemRead)? data_mem[read_add] : 32'b0000_0000_0000_0000_0000_0000_0000_0000;
    integer i;
    initial begin
        for(i = 0; i <= 255; i = i + 1)
            data_mem[i] <= 32'b0000_0000_0000_0000_0000_0000_0000_0000;
        data_mem[1] <= 32'b0000_0000_0000_0000_0000_0000_0000_0001;
        data_mem[2] <= 32'b0000_0000_0000_0000_0000_0000_0000_1011;
    end
    always @(posedge clk) begin
        if(MemWrite == 1'b1) begin
                data_mem[read_add] <= write_data;
        end
    end
endmodule
`timescale 1ns / 1ps
module MEM(clk, rst, MEM_MemtoReg_in, MEM_RegWrite_in, MEM_MemRead, MEM_MemWrite, alu_result, write_data, write_reg_to_mem, 
           MEM_MemtoReg_out, EX_MEM_RegWrite, read_data, alu_result_out, write_reg_from_mem);
    input clk, rst, MEM_MemtoReg_in, MEM_RegWrite_in, MEM_MemRead, MEM_MemWrite;
    input [31:0] alu_result, write_data;
    input [4:0] write_reg_to_mem;
    output MEM_MemtoReg_out, EX_MEM_RegWrite;
    output [31:0] read_data, alu_result_out;
    output [4:0] write_reg_from_mem;
    assign MEM_MemtoReg_out = MEM_MemtoReg_in;
    assign EX_MEM_RegWrite = MEM_RegWrite_in;
    assign alu_result_out = alu_result;
    assign write_reg_from_mem = write_reg_to_mem;
    DATA_MEM data_mem(clk, rst, alu_result, write_data, read_data, MEM_MemWrite, MEM_MemRead);
endmodule
==> out/results.tsv <==
metric	value	unit
die_width	888	microns
async_reset_ff_share	0	%
crit_path_top_delay_cell	o41ai_2	
warning_count	27	
status	complete, no violations	
grt_max_degree	83	
dp_hpwl	489000	microns
p_sw_share	21.6	%
p_per_area	47.0	nW/um^2
power_frac_clock	41.4	%
syn_area_per_cell	22.5	sq um
p_sw	3.63	mW
wl_per_cell	33.1	microns
yosysTopAreaCell	edfxtp_1	
post_cts_buffers	0	
rsz0062_at_grt	no	
finalSetupViolCount	0	
row_count	325	
drt_wl_total	858000	microns
seqPwrFrac	53.7	%
use_met1	25.9	%
tightest_slew	1.11	ns
leakage	111	nW
drc	0	
h-tree-depth	6	
power_frac_comb	4.9	%
die_area	788000	sq um
gp_congestion	0.892	
finalHoldViolCount	0	
slew_headroom	25.9	%
synth_cell_types	45	
antenna_found_initial	27	
grt_first_pass_wirelength	1210000	microns
ys_seq_share	78.4	%
reg.largest.list	data_mem.data_mem (8192)	
p_int	13.2	mW
final_cell_count_no_fill	25900	
path_cells	buf_16 > buf_4 > buf_4 > buf_4 > buf_4 > buf_4 > buf_4 > mux4_2 > and3_1 > a31oi_1 > nand4_1 > o41ai_2 > buf_4 > a32oi_1 > clkdlybuf4s50_1	
fin_area	358000	sq um
cts_root_buffer	clkbuf_16	
critPathKind	input port to primary output	
netlist_area	314000	sq um
post-place-ws	17.76	ns
vdd.ir_drop.worst	0.0000476	V
holdBufCountCts	0	
area_growth	13.9	%
fmax	41.8	MHz
numClockSinks	8192	
utilization	45.7	%
fp_util	40.1	%
cap_violations	0	
ys_cells	13900	
cts_buffers	817	
place_area	332000	sq um
ios	146	
ys_area	314000	sq um
top_cell_area_share	78.4	%
cp-start-kind	input port	
tns	0	ns
drt-initial-drc-count	10500	
drive_above_1_share	27.2	%
viasPerCell	5.72	
finalClockPeriodUsage	57.1	%
grt_overflow	0	
finalWorstSetupSlack	17.97	ns
grt_pass1_vias	162000	
crit_path_end_kind	primary output	
busiest_layer	met2	
grtUsageTotal	24.0	%
ys.flop_type	edfxtp_1	
cts_tree	done	
max_stage_delay	0.78	ns
ant_nets	0	
grtUsageMet3	20.9	%
cts_buffer_depth	4	
numSynthFlops	8192	
drt_pass1_iterations	6	
yosysWarnings	1	
largest_reg_flops	8192	
edf_count	8192	
grtUsageMet2	34.4	%
postCtsResizedCells	0	
cpMostUsedCell	buf_4	
area_leaders	edfxtp_1 (78%), mux4_2 (13%), mux2i_1 (2.8%), a22oi_1 (0.77%), nand3_1 (0.69%)	
fin_crit	23.93	ns
hp-class	input port to register	
regMostFlops	data_mem.data_mem	
vias	148000	
cts.reportedPaths.clkPinSlew	0.06	ns
core_area	782000	sq um
cp_max_fo	64	
die_h	888	microns
synth_cells	13900	
port_buffers	82	
placedCellCount	24400	
finalMaxSlewViolations	0	
crit_arrival	15.55	ns
crit_required	33.52	ns
-- critical path: cells and delay by family --
kind	cells	cell delay, ns
buffers and inverters	9	4.57
AOI/OAI and AO/OA	3	1.18
muxes	1	0.39
and+or+nand+nor	2	0.67
-- cell type report --
type                    instances  area, sq um
repair buffers                891         7260
fillers                     63600       425000
inverters                       4         22.5
clock buffers                1030        21400
multi-input cells            4845        65800
flip-flops and latches       8192       246000
diodes                         18         45.0
clock inverters               476         4000
well taps                   10500        13100
-- kinds of logic (layout without fill, tap and decap cells) --
kind of cell    Yosys count  count (layout)  synth area share [%]
buf+inv                 882            2401                  1.43
other cells               0              18                     0
mux                    2752            2752                  16.2
flops                  8192            8192                  78.4
compound gates         1033            1033                  2.42
simple gates           1060            1060                  1.60
-- synth_stat cells, drive strengths merged, types with 32 or more instances --
master,n
mux4,1852
a21oi,132
a31oi,35
a22oi,320
o22ai,128
nand2,161
clkbuf,357
o221ai,33
mux2,32
nand3,433
and3,67
o22a,93
mux2i,868
o211ai,97
nor3,44
nand4,66
nor2,258
o2111ai,62
edfxtp,8192
a32oi,32
o21ai,66
buf,521
-- final timing paths --
check / startpoint / to / slack (ns) / cells past startpoint
min: write_data[14] / data_mem.data_mem[177][14] / 7.60 / 1
max: alu_result[1] / read_data[31] / 17.97 / 15
-- power by group through the flow --
stage,Clock (mW),Sequential [mW],Combinational (mW)
after CTS,7.07,9.04,0.830
after global routing,7.37,9.03,0.875
final,6.96,9.04,0.822
-- layout by cell type, fill, tap and decap left out, drive strengths merged, types with 62 or more instances in the layout --
master      n
edfxtp   8192
nor2      258
mux4     1852
a22oi     320
o2111ai    62
buf       851
o22a       93
nand3     433
a21oi     132
o21ai      66
clkbuf   1030
mux2i     868
nand4      66
clkinv    395
nand2     161
o22ai     128
and3       67
o211ai     97
-- per-stage QoR --
stage | hold WS (ns) | total power [mW]
floorplan | 8.48 | 9.62
global placement | 8.79 | 10.0
detailed placement | 8.80 | 10.0
CTS | 7.54 | 16.9
global route | 7.57 | 17.3
finish | 7.60 | 16.8
-- layer usage --
layer	vias to the layer above	part of all wire [%]
li1	61200	-
met1	75400	29
met2	10100	46
met3	1475	20
met4	38	4.9
met5	-	0.22
Power is estimated from default activity; no workload was simulated.
