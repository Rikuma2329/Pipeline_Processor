===== /design/flow/run.sh =====
#!/bin/bash
# OpenROAD 26Q1-2900-gdf79404cd8, Yosys 0.63+post, stock flow scripts
make -C /OpenROAD-flow-scripts/flow DESIGN_CONFIG=/design/flow/config.mk WORK_HOME=/design/flow/orfs finish

===== /design/flow/design.v =====
`timescale 1ns / 1ps
module ALU(a, b, c_in, slt, ALUctl, c_out, ALUout);
    input a, b, c_in, slt;
    input [3:0] ALUctl;
    output c_out, ALUout;
    reg ALUout, set, ovf;
    wire fa_out, b_sign;
    assign b_sign = (ALUctl[2])? ~b : b;
    FA fa(a, b_sign, c_in, fa_out, c_out);
    always @(ALUctl, a, b, fa_out) begin
        case (ALUctl)
            4'b0000:
                ALUout <= (a & b);
            4'b0001:
                ALUout <= (a | b);
            4'b0010:
                ALUout <= fa_out;
            4'b0110:
                ALUout <= fa_out;
            4'b0111:
                ALUout <= slt;
            4'b1100:
                ALUout <= (a ^ b);
            default:
                ALUout <= 0;
        endcase
    end
endmodule
`timescale 1ns / 1ps
module ALU32(a, b, ALUctl, s, ovf, zero);
    input [31:0] a, b;
    input [3:0] ALUctl;
    output [31:0] s;
    output ovf, zero;
    wire ovf, zero;
    wire [30:0] c_out;
    wire c_in, set;
    assign c_in = (ALUctl[2])? 1'b1 : 1'b0;
    ALU alu0(a[0], b[0], c_in, set, ALUctl, c_out[0], s[0]);
    ALU alu1(a[1], b[1], c_out[0], 1'b0, ALUctl, c_out[1], s[1]);
    ALU alu2(a[2], b[2], c_out[1], 1'b0, ALUctl, c_out[2], s[2]);
    ALU alu3(a[3], b[3], c_out[2], 1'b0, ALUctl, c_out[3], s[3]);
    ALU alu4(a[4], b[4], c_out[3], 1'b0, ALUctl, c_out[4], s[4]);
    ALU alu5(a[5], b[5], c_out[4], 1'b0, ALUctl, c_out[5], s[5]);
    ALU alu6(a[6], b[6], c_out[5], 1'b0, ALUctl, c_out[6], s[6]);
    ALU alu7(a[7], b[7], c_out[6], 1'b0, ALUctl, c_out[7], s[7]);
    ALU alu8(a[8], b[8], c_out[7], 1'b0, ALUctl, c_out[8], s[8]);
    ALU alu9(a[9], b[9], c_out[8], 1'b0, ALUctl, c_out[9], s[9]);
    ALU alu10(a[10], b[10], c_out[9], 1'b0, ALUctl, c_out[10], s[10]);
    ALU alu11(a[11], b[11], c_out[10], 1'b0, ALUctl, c_out[11], s[11]);
    ALU alu12(a[12], b[12], c_out[11], 1'b0, ALUctl, c_out[12], s[12]);
    ALU alu13(a[13], b[13], c_out[12], 1'b0, ALUctl, c_out[13], s[13]);
    ALU alu14(a[14], b[14], c_out[13], 1'b0, ALUctl, c_out[14], s[14]);
    ALU alu15(a[15], b[15], c_out[14], 1'b0, ALUctl, c_out[15], s[15]);
    ALU alu16(a[16], b[16], c_out[15], 1'b0, ALUctl, c_out[16], s[16]);
    ALU alu17(a[17], b[17], c_out[16], 1'b0, ALUctl, c_out[17], s[17]);
    ALU alu18(a[18], b[18], c_out[17], 1'b0, ALUctl, c_out[18], s[18]);
    ALU alu19(a[19], b[19], c_out[18], 1'b0, ALUctl, c_out[19], s[19]);
    ALU alu20(a[20], b[20], c_out[19], 1'b0, ALUctl, c_out[20], s[20]);
    ALU alu21(a[21], b[21], c_out[20], 1'b0, ALUctl, c_out[21], s[21]);
    ALU alu22(a[22], b[22], c_out[21], 1'b0, ALUctl, c_out[22], s[22]);
    ALU alu23(a[23], b[23], c_out[22], 1'b0, ALUctl, c_out[23], s[23]);
    ALU alu24(a[24], b[24], c_out[23], 1'b0, ALUctl, c_out[24], s[24]);
    ALU alu25(a[25], b[25], c_out[24], 1'b0, ALUctl, c_out[25], s[25]);
    ALU alu26(a[26], b[26], c_out[25], 1'b0, ALUctl, c_out[26], s[26]);
    ALU alu27(a[27], b[27], c_out[26], 1'b0, ALUctl, c_out[27], s[27]);
    ALU alu28(a[28], b[28], c_out[27], 1'b0, ALUctl, c_out[28], s[28]);
    ALU alu29(a[29], b[29], c_out[28], 1'b0, ALUctl, c_out[29], s[29]);
    ALU alu30(a[30], b[30], c_out[29], 1'b0, ALUctl, c_out[30], s[30]);
    ALU_MSB alu31(a[31], b[31], c_out[30], 1'b0, ALUctl, s[31], set, ovf);
    assign zero = (~|s)? 1'b1 : 1'b0;
endmodule
`timescale 1ns / 1ps
module ALU_CONTROL_UNIT(ALUOp, FuncCode, ALUCtl);
    input [1:0] ALUOp;
    input [5:0] FuncCode;
    output [3:0] ALUCtl;
    reg [3:0] ALUCtl;
    wire [7:0] comb;
    assign comb[7:0] = {ALUOp[1:0], FuncCode[5:0]};
    always @(comb) begin
        casex (comb)
            8'b00_xxxxxx:
                ALUCtl <= 4'b0010;
            8'bx1_xxxxxx:
                ALUCtl <= 4'b0110;
            8'b1x_xx0000:
                ALUCtl <= 4'b0010;
            8'b1x_xx0010:
                ALUCtl <= 4'b0110;   
            8'b1x_xx0100:
                ALUCtl <= 4'b0000;  
            8'b1x_xx0101:
                ALUCtl <= 4'b0001;
            8'b1x_xx1010:
                ALUCtl <= 4'b0111;
            default:
                ALUCtl <= 4'b1111;
        endcase
    end
endmodule
`timescale 1ns / 1ps
module ALU_MSB(a, b, c_in, slt, ALUctl, ALUout, set, ovf);
    input a, b, c_in, slt;
    input [3:0] ALUctl;
    output ALUout, set, ovf;
    reg ALUout;
    wire c_out, fa_out, b_sign, set, ovf;
    assign b_sign = (ALUctl[2])? ~b : b;
    FA fa(a, b_sign, c_in, fa_out, c_out);
    always @ (ALUctl, a, b, fa_out) begin
        case (ALUctl)
            4'b0000:
                ALUout <= (a & b);
            4'b0001:
                ALUout <= (a | b);
            4'b0010:
                ALUout <= fa_out;
            4'b0110:
                ALUout <= fa_out;
            4'b0111:
                ALUout <= slt;
            4'b1100:
                ALUout <= (a ^ b);
            default:
                ALUout <= 0;
        endcase
    end
    assign ovf = (c_in ^ c_out);
    assign set = (ovf ^ fa_out);
endmodule
`timescale 1ns / 1ps
module EX(EX_RegDst, EX_ALUSrc, EX_MemtoReg_in, EX_RegWrite_in, EX_MemRead_in, EX_MemWrite_in, EX_ALUOp1, EX_ALUOp0, EX_Flush, read_data1, read_data2, extension_add, w_reg_op1, w_reg_op2, Rs, EX_MEM_data, MEM_WB_data,
          EX_MEM_RegWrite, MEM_WB_RegWrite, EX_MEM_RegisterRd, MEM_WB_RegisterRd, EX_MemtoReg_out, EX_RegWrite_out, EX_MemRead_out, EX_MemWrite_out, alu_result, write_data, write_reg);
    input EX_RegDst, EX_ALUSrc, EX_MemtoReg_in, EX_RegWrite_in, EX_MemRead_in, EX_MemWrite_in, EX_ALUOp1, EX_ALUOp0, EX_Flush;
    input EX_MEM_RegWrite, MEM_WB_RegWrite;
    input [31:0] read_data1, read_data2, extension_add;
    input [31:0] EX_MEM_data, MEM_WB_data;
    input [4:0] w_reg_op1, w_reg_op2, Rs, EX_MEM_RegisterRd, MEM_WB_RegisterRd;
    output EX_MemtoReg_out, EX_RegWrite_out, EX_MemRead_out, EX_MemWrite_out;
    output [31:0] alu_result, write_data;
    output [4:0] write_reg;
    wire [31:0] alu_in_a, alu_in_b, mux_out;
    wire [3:0] ALUCtl;
    wire [1:0] ALUOp;
    wire [1:0] ForwardA, ForwardB;
    wire ovf, zero;
    assign ALUOp = {EX_ALUOp1, EX_ALUOp0};
    assign EX_MemtoReg_out = (EX_Flush)? 0 : EX_MemtoReg_in;
    assign EX_RegWrite_out = (EX_Flush)? 0 : EX_RegWrite_in;
    assign EX_MemRead_out = (EX_Flush)? 0 : EX_MemRead_in;
    assign EX_MemWrite_out = (EX_Flush)? 0 : EX_MemWrite_in;
    assign write_reg = (EX_RegDst)? w_reg_op2 : w_reg_op1;
    FORWARDING_UNIT forwarding_unit(EX_MEM_RegWrite, MEM_WB_RegWrite, Rs, w_reg_op1, EX_MEM_RegisterRd, MEM_WB_RegisterRd, ForwardA, ForwardB);
    ALU_CONTROL_UNIT alu_control_unit(ALUOp, extension_add[5:0], ALUCtl);
    FORWARDING_MUX forwarding_mux1(read_data1, EX_MEM_data, MEM_WB_data, ForwardA, alu_in_a);
    FORWARDING_MUX forwarding_mux2(read_data2, EX_MEM_data, MEM_WB_data, ForwardB, mux_out);
    assign alu_in_b = (EX_ALUSrc)? extension_add : mux_out;
    assign write_data = mux_out;
    ALU32 alu32(alu_in_a, alu_in_b, ALUCtl, alu_result, ovf, zero);
endmodule
`timescale 1ns / 1ps
module FA(a, b, c_in, s, c_out);
    input c_in, a, b;
    output c_out, s;
    assign s = a ^ b ^ c_in;
    assign c_out = (a & b) | (b & c_in) | (c_in & a);
endmodule
`timescale 1ns / 1ps
module FORWARDING_MUX(ID_EX, EX_MEM, MEM_WB, op, mux_out);
    input [31:0] ID_EX, EX_MEM, MEM_WB;
    input [1:0] op;
    output reg [31:0] mux_out;
    always @(ID_EX, EX_MEM, MEM_WB, op) begin
        if(op == 2'b00) begin
            mux_out <= ID_EX;
        end else if(op == 2'b10) begin
            mux_out <= EX_MEM;
        end else if(op == 2'b01) begin
            mux_out <= MEM_WB;
        end else begin
            mux_out <= 32'b0;
        end  
    end
endmodule
`timescale 1ns / 1ps
module FORWARDING_UNIT(EX_MEM_RegWrite, MEM_WB_RegWrite, Rs, Rt, EX_MEM_RegisterRd, MEM_WB_RegisterRd, ForwardA, ForwardB);
    input EX_MEM_RegWrite, MEM_WB_RegWrite;
    input [4:0] Rs, Rt;
    input [4:0] EX_MEM_RegisterRd, MEM_WB_RegisterRd;
    output reg [1:0] ForwardA, ForwardB;
    always @(EX_MEM_RegWrite, MEM_WB_RegWrite, Rs, Rt, EX_MEM_RegisterRd, MEM_WB_RegisterRd) begin
        if((EX_MEM_RegWrite == 1'b1) & (EX_MEM_RegisterRd != 4'b0) & (EX_MEM_RegisterRd == Rs)) begin
            ForwardA <= 2'b10;
        end else if((EX_MEM_RegWrite == 1'b1) & (EX_MEM_RegisterRd != 4'b0) & (EX_MEM_RegisterRd == Rt)) begin
            ForwardB <= 2'b10;
        end else if((MEM_WB_RegWrite == 1'b1) & (MEM_WB_RegisterRd != 4'b0) & ~((EX_MEM_RegWrite == 1'b1) & (EX_MEM_RegisterRd != 4'b0) & (EX_MEM_RegisterRd == Rs)) & (MEM_WB_RegisterRd == Rs)) begin
            ForwardA <= 2'b01;
        end else if((MEM_WB_RegWrite == 1'b1) & (MEM_WB_RegisterRd != 4'b0) & ~((EX_MEM_RegWrite == 1'b1) & (EX_MEM_RegisterRd != 4'b0) & (EX_MEM_RegisterRd == Rt)) & (MEM_WB_RegisterRd == Rt)) begin
            ForwardB <= 2'b01;
        end else begin
            ForwardA <= 2'b00;
            ForwardB <= 2'b00;
        end
    end
endmodule

===== /design/flow/config.mk =====
export PLATFORM = sky130hd
export DESIGN_NAME = EX
export DESIGN_NICKNAME = EX
export VERILOG_FILES = /design/flow/design.v
export SDC_FILE = /design/flow/constraint.sdc
export NUM_CORES = 4
export LEC_CHECK = 1
export CORE_AREA = 10 10 158 158
export DIE_AREA = 0 0 168 168

===== /design/flow/constraint.sdc =====
current_design EX

set clk_period 47.3
set clk_io_pct 0.2

create_clock -name clk0 -period $clk_period

set non_clock_inputs [all_inputs -no_clocks]
set_input_delay [expr $clk_period * $clk_io_pct] -clock clk0 $non_clock_inputs
set_output_delay [expr $clk_period * $clk_io_pct] -clock clk0 [all_outputs]

==> results_slide.txt <==
Flow Results at a Glance

Route
  – DRC: 0
  – Inserted Diodes: 0
  – Final WL: 20.4 mm
  – Detailed-route via count: roughly 5000
  – Starting DRT DRC Count: 164
  – Drt pass-1 iters: 4
  – DR vias/cell: 4.37
  – Antenna-violating nets left: 0
  – Per-cell routed wire length: approximately 17 um

Synthesis
  – Avg Cell Area, Syn: 8.40 um2
  – Synth Instances: 690
  – Aoi share: 15.6%
  – Simple-Gate Area Share: between 10% and 20%
  – Synth area leaders: ha_1 (14%), mux2i_4 (12%), mux2i_1 (12%)
  – #FFs+latches synth: 4
  – Synth cell types: 44
  – Top cell area share: 13.8%
  – Synth Area in Adders: 24.9%
  – Yosys warnings: 5
  – Mapped Area: 5800 um2
  – Yosys stat chip area: 5800 um2
  – Number of cells in Yosys stat: between 600 and 700
  – Dominant comb cell: multiplexers
  – Yosys top cell by area: ha_1
  – Area fraction in mux cells: between 20% and 30%
  – XORs/XNORs by Area: 7.86%

Setup path
  – Worst Path Required: 37.84 ns
  – Worst Path Arrival: approximately 24 ns
  – CP max-delay cell: clkdlybuf4s50_1
  – Slowest stage delay, CP: 0.55 ns
  – CP most frequent cell: fa_1
  – Worst Setup End Kind: output port
  – Worst-path fanout max: 30
  – Startpoint class of the critical path: input port
  – Critical path type: input port to output port

STA
  – Final hold violation count: 0
  – Part of the cycle the worst path needs: 70.6%
  – Unrepaired setup endpoints after global routing: no
  – Slew Limit Fails: 0
  – Register pins left without a clock: 4
  – Highest clock rate: 0.0300 GHz
  – Final setup margin: 13.91 ns
  – Setup violators final: 0
  – Setup TNS: 0 ns
  – Rel. slew slack: 53.6%
  – Worst-Margin Slew: 0.697 ns
  – Endpoints left unconstrained: 4
  – Min Hold Slack: 19.83 ns
  – Tmin final: around 33 ns

Final layout
  – Most frequent logic cells in the routed design: clkdlybuf4s50_1 (267), nand2_1 (98), mux2i_1 (69), inv_1 (69), ha_1 (64)
  – Top cell excl fill/tap: clkdlybuf4s50_1
  – # fillers: about 2200
  – Area Growth Syn to Fin: 45.1%
  – Layout cells sized above 1: 10.7%

Power
  – Leak: 3.17 nW
  – Power per cell area: 10.6 nW/um2
  – Peak supply drop: 0.00684 mV

Global routing
  – Busiest grt layer: met2
  – GR Layer Usage met2: 25.7%
  – First-pass GRT wire length: approximately 31 mm
  – Largest net degree at the start of global routing: 60
  – Met1 Resource Use GR: 17.2%
  – Overflow after GRT: 0
  – Met3 Track Usage GR: 2.65%
  – Antenna violations before repair: 0
  – Via count of the first global-routing pass: 5459
  – Total track usage: 13.9%

Die
  – Vertical die size: 168 um
  – Site Rows: ~54
  – Chip Area: 28200 um2
  – Starting Density: 26.7%
  – Core area: 21700 um2
  – Width of the die: around 170 um
  – # IOs: 269

Run
  – Count of tool warnings: 97
  – Max_cap viols: 0

Placed design
  – GPL Wtd Cong: approximately 0.84
  – Post-placement worst setup slack: 13.84 ns
  – Dpl hpwl: 16.8 mm
  – Port Buffers: between 200 and 300

Clock tree
  – Postcts setup bufs: 0
  – Cts hold-fix bufs: 0
  – Post_cts resized: 0

Hold path
  – Hold depth: 3
  – Hold WC Path Type: input port to output port

Outcome
  – Status: finished, final reports clean
==> state kept, by name, summed over array words and instances (netlist names) <==
name / flops
forwarding_unit.ForwardA: 2
forwarding_unit.ForwardB: 2
==> report_power, final <==
part	switching, mW	internal [mW]	leakage, nW	total, mW
sequential	0.00000611	0.0000917	0.0329	0.0000979
clock	0	0	0	0
combinational	0.0351	0.0539	3.14	0.0889
total	0.0351	0.0540	3.17	0.0890
==> final cells by class <==
class | count | area, um2 | share of cell area, %
multi-input combinational | 540 | 4960 | 59.0
inverter | 70 | 265 | 3.15
sequential | 4 | 65.1 | 0.774
tap | 280 | 350 | 4.17
timing repair buffer | 280 | 2770 | 32.9
==> critical path: cells and delay by family <==
family | cells | cell delay (ns)
and+or+nand+nor | 4 | 0.72
buffers and inverters | 5 | 1.44
adders and majority gates | 31 | 11.61
AOI/OAI and AO/OA | 2 | 0.41
muxes | 1 | 0.24
==> path summary, 6_finish.rpt <==
| kind | to | start |
|---|---|---|
| setup / recovery | alu_result[0] | extension_add[3] |
| hold / removal | EX_RegWrite_out | EX_RegWrite_in |
==> cells in the mapped netlist (all sizes together) <==
cell type  count
nor2b          7
nor4           3
buf           64
nand3         22
a211o          1
nor2          16
xnor2         44
nand2b         1
a21boi         1
dlxtn          4
nor3b          1
nand2         99
o21a          31
mux2           5
or4            3
and3           1
mux2i        100
o21ai         72
a211oi         2
and2b          1
o211ai         6
nor4b          1
a221o          1
a21oi         12
o22ai          1
xor2           8
clkbuf        12
ha            64
nand4          2
inv           70
a221oi         2
o21bai         1
fa            32
==> logic make-up after synthesis <==
group	after synthesis
fa+ha+maj	96
xor+xnor	52
latches	4
simple gates	157
mux	105
compound gates	130
buf+inv	146
==> per-layer routing <==
| metal | vias to the layer above | wire length, um |
|---|---|---|
| li1 | 2667 | - |
| met1 | 2321 | 8450 |
| met2 | 137 | 10700 |
| met3 | 6 | 1140 |
| met4 | 0 | 99 |
| met5 | - | 0 |
==> metrics by stage <==
stage,instance area (um2),cells,util [%],power [mW]
global placement,8410,1174,38.8,0.0906
floorplan,5800,690,-,0.0518
detailed placement,8410,1174,38.8,0.0904
global route,8410,1174,38.8,0.100
finish,8410,1174,38.8,0.0890
CTS,8410,1174,38.8,0.0911
Power is estimated from default activity; no workload was simulated.
